$ cat design/flow/design.v
`timescale 1ns / 1ps
module conv_main(clk,m1i1,m1i2,m1i3,m1i4,m2c1,m2c2,m2c3,m2c4,m2c5, m2c6, m2c7, m2c8, m2c9, m2c10, m2c11, m2c12, m2c13, m2c14, m2c15, m2c16, f11, f12, f13, f14, f21, f22, f23, f24, f31, f32, f33, f34, f41, f42, f43, f44, o1,o2,o3,o4, final_out);
input clk;
input [7:0] m1i1,m1i2,m1i3,m1i4;
input [7:0] m2c1,m2c2,m2c3,m2c4;
input [7:0] m2c5,m2c6,m2c7,m2c8;
input [7:0] m2c9,m2c10,m2c11,m2c12;
input [7:0] m2c13,m2c14,m2c15,m2c16;
input f11, f12, f13, f14, f21, f22, f23, f24, f31, f32, f33, f34, f41, f42, f43, f44;
output [8:0] o1,o2,o3,o4;
output reg [9:0] final_out;
wire [8:0] cu1oc1,cu2oc1,cu3oc1,cu4oc1;
wire [8:0] cu5oc1,cu6oc1,cu7oc1,cu8oc1;
wire [8:0] cu9oc1,cu10oc1,cu11oc1,cu12oc1;
wire [8:0] cu13oc1,cu14oc1,cu15oc1,cu16oc1;
computation_unit cu1c2(clk, m1i1,m2c1,0,cu1oc1,f11);
computation_unit cu2c2(clk,m1i1,m2c2,0,cu2oc1,f12);
computation_unit cu3c2(clk,m1i1,m2c3,0,cu3oc1,f13);
computation_unit cu4c2(clk,m1i1,m2c4,0,cu4oc1,f14);
computation_unit cu5c2(clk,m1i2,m2c5,cu1oc1,cu5oc1,f21);
computation_unit cu6c2(clk, m1i2,m2c6,cu2oc1,cu6oc1,f22);
computation_unit cu7c2(clk,m1i2,m2c7,cu3oc1,cu7oc1,f23);
computation_unit cu8c2(clk,m1i2,m2c8,cu4oc1,cu8oc1,f24);
computation_unit cu09c2(clk,m1i3,m2c9,cu5oc1,cu9oc1,f31);
computation_unit cu10c2(clk,m1i3,m2c10,cu6oc1,cu10oc1,f32);
computation_unit cu11c2(clk,m1i3,m2c11,cu7oc1,cu11oc1,f33);
computation_unit cu12c2(clk,m1i3,m2c12,cu8oc1,cu12oc1,f34);
computation_unit cu15c2(clk,m1i4,m2c13,cu9oc1,cu13oc1,f41);
computation_unit cu16c2(clk,m1i4,m2c14,cu10oc1,cu14oc1,f42);
computation_unit cu17c2(clk,m1i4,m2c15,cu11oc1,cu15oc1,f43);
computation_unit cu18c2(clk,m1i4,m2c16,cu12oc1,cu16oc1,f44);
assign {o1,o2,o3,o4} = {cu13oc1,cu14oc1,cu15oc1,cu16oc1};
integer cnt =0;
always @(negedge clk)
begin
cnt = cnt + 1;
if(cnt==4)
final_out = o1;
else if(cnt==8)
final_out = final_out+ o2;
else if(cnt == 12)
final_out = final_out+ o3;
else if(cnt==16)
final_out = final_out+ o4;
end
endmodule
`timescale 1ns / 1ps
module computation_unit(clk,m1x,m2x,c1,co1,f);
input clk;
input [7:0] m1x, m2x;
input [8:0] c1;
input f;
output reg [8:0] co1;
reg [7:0] pm1am2;
reg [7:0] sout, fnew, en;
always @(posedge clk)
begin
    fnew = {f,f,f,f,f,f,f,f};
    en = (fnew & m2x);
    sout = m2x && 1'b1;
    sout = {sout[0],sout[0], sout[0], sout[0], sout[0], sout[0], sout[0], sout[0]};
    pm1am2 = m1x * en;
    co1 = (sout & pm1am2) + c1;
end
endmodule
$ cat design/flow/run.sh
#!/bin/bash
# OpenROAD 26Q1-2900-gdf79404cd8, Yosys 0.63+post, stock flow scripts
make -C /OpenROAD-flow-scripts/flow DESIGN_CONFIG=/design/flow/config.mk WORK_HOME=/design/flow/orfs finish
$ cat design/flow/config.mk
export PLATFORM = sky130hd
export DESIGN_NAME = conv_main
export DESIGN_NICKNAME = conv_main
export VERILOG_FILES = /design/flow/design.v
export SDC_FILE = /design/flow/constraint.sdc
export NUM_CORES = 4
export LEC_CHECK = 1
export CORE_UTILIZATION = 50
$ cat design/flow/constraint.sdc
current_design conv_main

set clk_period 9.0
set clk_io_pct 0.2

create_clock -name clk0 -period $clk_period [get_ports {clk}]

set non_clock_inputs [all_inputs -no_clocks]
set_input_delay [expr $clk_period * $clk_io_pct] -clock clk0 $non_clock_inputs
set_output_delay [expr $clk_period * $clk_io_pct] -clock clk0 [all_outputs]
==> run notes <==
The run finished with clean final reports. Setup repair after global routing left no endpoint under its margin. The floorplan step records an initial core utilization of 50.6%. For the completed layout, the total cell area is recorded as 28,100 um^2. The violation tally recorded at the end of detailed-routing iteration 0 is 835.

The largest area contributor in the synthesized netlist was sky130_fd_sc_hd__ha_1. By count the netlist is led by 454 x sky130_fd_sc_hd__inv_1, 376 x sky130_fd_sc_hd__and3_1, 362 x sky130_fd_sc_hd__ha_1. For the maximum clock insertion buffer count, the log shows 2. Per the post-route antenna check, the number of violating nets is 0. The run gives 15.0 um for the detailed-route wire length per cell.

Global routing used 24.1% of the available tracks. In this run, synthesis inferred 9 flip-flops with an integrated enable. The dominant kind of combinational cell was adder cells.

The most frequent cell after synthesis was sky130_fd_sc_hd__inv_1. The cell-mix breakdown from Yosys lists the adder-cell area share as 34.9%. The detailed router used layers up to and including met4.

Ranked by total cell area, the synthesized netlist is headed by sky130_fd_sc_hd__ha_1 18%, sky130_fd_sc_hd__fa_1 17%, sky130_fd_sc_hd__dfxtp_1 14%. The number of global-route vias before repair is 19,086. The pre-antenna-repair detailed-routing pass consisted of 5 iterations. The post-placement cell count is 3,662, and the pin count of the biggest net entering global routing is 34. With the fraction of the mapped netlist area in compound gates at 6.75%, the total power consumption of the routed design is 4.67 mW. The final setup TNS is 0 ps, and the number of non-filler instances in the completed layout is 3,736. The nature of the critical path startpoint was a flop. The die is 224 um wide.

The DRC violation total left in the routed layout is recorded as 0. The logs give 94,000 um for the first-pass GRT wire length and 0 for the initial antenna violation count. For reference, the post-synthesis area per instance comes to 8.59 um^2. Per the synth stats, the flop cell with the highest instance count is sky130_fd_sc_hd__dfxtp_1. The post-placement worst setup slack was 1680 ps; the detailed-route via count was 19,214. At the pin with the least slew margin, the transition time is 946 ps. Clock root buffer: sky130_fd_sc_hd__clkbuf_16.

TritonCTS built the clock tree. The logs give 14.7 nW for the leakage power and 25,700 um for the met1 wire length. Count of instantiated cells in the yosys netlist: 2,876. The run gives 166 nW/um^2 for the power density over the cells. The routed design uses 2220 um of met3 wire. With the total of warnings raised by yosys at 6, the sum of net half-perimeters after detailed placement is 45,200 um.

The run gives 67 for the OpenROAD warning count. For the area of the die, the log shows 50,300 um^2. The tools report the total congestion overflow as 0. The worst pin sits at a relative slew slack of 36.3%. For this design, the sink count on the clock tree is 182. The share of the synthesized netlist area taken by xor and xnor gates works out to 12.8%. The top-area cell type share of the netlist area works out to 18.3%. With the vertical die dimension at 224 um, the weighted congestion reported at the end of routability-driven placement is 0.947. The flow measured a signed area growth from synthesis to layout of 13.9%. The class of the worst hold path was reg2reg.

The initialized floorplan defines 81 standard-cell rows. Yosys reported a register bit count of 182. In the setup report, the worst path falls into the class reg2out.

The largest driver fanout on the critical path is 3. Yosys reports a chip area of 24,700 um^2. Post-CTS repair ended up resizing 0 cells. The share of synthesized cell area in and, or, nand and nor gates was 20.1%; the number of endpoints failing setup at the final stage was 0. The critical-path cell with the highest stage delay was sky130_fd_sc_hd__clkdlybuf4s50_1. The number of buffers and inverters on the critical path was 1; the total wire length was 56,200 um. The total placed instance area is 27,400 um^2, and the average via count per standard cell is 5.14. The run gives 30 ps for the clock transition time at the flip-flop clock pins of the worst setup and hold paths. The core box area is 48,800 um^2. The mapped netlist covers 24,700 um^2. The reported max-cap violation count came out at 0. The critical path's top delay family is buffers and inverters. The post-CTS hold buffer count recorded in the log is 0. The highest supply drop recorded on VDD is 0.145 mV. Sequential cells were found to cover 15.1% of the synthesized design area. The number of input and output port buffers inserted was 222.

The logs give 1400 ps for the post-layout worst setup margin and 4 for the number of levels the H-tree was split into. The OpenROAD report gives the critical path a data arrival time of 5800 ps. With the fraction of layout instances using a drive strength above 1 at 2.83%, the setup fix buffers added after clock tree synthesis is 0. The OpenROAD report gives the critical path a required time of 7200 ps. STA classifies the critical path endpoint as a primary output.

The post-synthesis async set-or-reset flop share was 0%; the final-report max-slew violation count was 0. After detailed routing, the met2 layer carries 27,100 um of wire. The longest incremental delay of any stage on the critical path is reported as 470 ps. Maximum clock skew at final layout: 34.2 ps. The portion of synthesized area spent on multiplexers is 1.37%. The final hold violation count recorded for this run is 0. The top-level I/O count was 223; the synthesized instance count was 2,876. Tally of unique sky130hd cells used after synthesis: 63.

For reference, the critical path cell chain is clkdlybuf4s50_1. Buffers inserted during clock tree synthesis total 17. The skew report gives the latency at the later pin of the worst-skew pair as 460 ps.
routing by layer:
layer / GRT usage [%] / vias to the layer above
met2: 40.3 / 359
met1: 34.7 / 8970
met4: 4.87 / 0
li1: - / 9831
met5: 0 / -
met3: 3.01 / 54
report_power, final:
part,switching [mW],internal [mW]
clock,0.402,0.401
combinational,1.32,1.29
sequential,0.149,1.12
state kept, by name, indices dropped and copies added, names as in the netlist:
signal	count
cnt	32
final_out	10
cu09c2.co1	9
cu10c2.co1	9
cu11c2.co1	9
cu12c2.co1	9
cu15c2.co1	9
cu16c2.co1	9
cu17c2.co1	9
cu18c2.co1	9
cu5c2.co1	9
cu6c2.co1	9
cu7c2.co1	9
cu8c2.co1	9
cu1c2.co1	8
cu2c2.co1	8
cu3c2.co1	8
cu4c2.co1	8
worst paths after layout:
kind / start / cells after the start / to / slack [ps]
worst max-delay path: final_out[1] / 1 / final_out[1] / 1400
worst max register to register: cu18c2.co1[0] / 13 / final_out[8] / 1630
worst min-delay path: cnt[0] / 1 / cnt[0] / 390
worst min register to register: cnt[0] / 1 / cnt[0] / 390
kinds of logic (layout without fill, tap and decap cells):
group / after synthesis / count (layout)
multiplexers: 30 / 30
adder cells (fa/ha/maj): 567 / 567
AND/OR/NAND/NOR: 897 / 897
buffers and inverters: 572 / 767
AND-OR/OR-AND: 266 / 266
flip-flops: 182 / 182
XOR/XNOR: 362 / 362
other: 0 / 1
area by class of cell:
class | count | area, um^2
fillers | 4284 | 20700
well taps | 664 | 831
inverters | 453 | 1700
flip-flops and latches | 182 | 3730
clock buffers | 18 | 429
multi-input cells | 2122 | 18800
clock inverters | 56 | 324
diodes | 1 | 2.50
repair buffers | 240 | 2360
layout by cell type, fill, tap and decap left out, types with 80 or more instances in the layout:
master / synthesis / layout
sky130_fd_sc_hd__ha_1: 362 / 362
sky130_fd_sc_hd__and3_1: 376 / 376
sky130_fd_sc_hd__a21oi_1: 114 / 114
sky130_fd_sc_hd__clkdlybuf4s50_1: 0 / 222
sky130_fd_sc_hd__fa_1: 205 / 205
sky130_fd_sc_hd__nand2_1: 185 / 185
sky130_fd_sc_hd__xor2_1: 80 / 80
sky130_fd_sc_hd__dfxtp_1: 173 / 173
sky130_fd_sc_hd__nand3_1: 108 / 108
sky130_fd_sc_hd__xnor2_1: 282 / 282
sky130_fd_sc_hd__inv_1: 454 / 495
through the flow:
step,utilization [%],hold slack [ps]
floorplan,-,370
global placement,56.1,377
detailed placement,56.1,390
CTS,57.6,398
global route,57.6,423
finish,57.6,392
Power is estimated from default activity; no workload was simulated.
