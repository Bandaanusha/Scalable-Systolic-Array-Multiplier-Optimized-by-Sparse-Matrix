==> flow/design.v <==
`timescale 1ns / 1ps
module computation_unit(clk,m1x,m2x,c1,co1,f);
input clk;
input [7:0] m1x, m2x;
input [8:0] c1;
input f;
output reg [8:0] co1;
reg [7:0] pm1am2;
reg [7:0] sout, fnew, en;
always @(posedge clk)
begin
    fnew = {f,f,f,f,f,f,f,f};
    en = (fnew & m2x);
    sout = m2x && 1'b1;
    sout = {sout[0],sout[0], sout[0], sout[0], sout[0], sout[0], sout[0], sout[0]};
    pm1am2 = m1x * en;
    co1 = (sout & pm1am2) + c1;
end
endmodule
`timescale 1ns / 1ps
module sparse_matrix_mul(clk,m1i1,m1i2,m1i3,m1i4,m2c1,m2c2,m2c3,m2c4,m2c5, m2c6, m2c7, m2c8, m2c9, m2c10, m2c11, m2c12, m2c13, m2c14, m2c15, m2c16, f11, f12, f13, f14, f21, f22, f23, f24, f31, f32, f33, f34, f41, f42, f43, f44, o1,o2,o3,o4);
input clk;
input [7:0] m1i1,m1i2,m1i3,m1i4;
input [7:0] m2c1,m2c2,m2c3,m2c4;
input [7:0] m2c5,m2c6,m2c7,m2c8;
input [7:0] m2c9,m2c10,m2c11,m2c12;
input [7:0] m2c13,m2c14,m2c15,m2c16;
input f11, f12, f13, f14, f21, f22, f23, f24, f31, f32, f33, f34, f41, f42, f43, f44;
output [8:0] o1,o2,o3,o4;
wire [8:0] cu1oc1,cu2oc1,cu3oc1,cu4oc1;
wire [8:0] cu5oc1,cu6oc1,cu7oc1,cu8oc1;
wire [8:0] cu9oc1,cu10oc1,cu11oc1,cu12oc1;
wire [8:0] cu13oc1,cu14oc1,cu15oc1,cu16oc1;
computation_unit cu1c2(clk,m1i1,m2c1,0,cu1oc1,f11);
computation_unit cu2c2(clk,m1i1,m2c2,0,cu2oc1,f12);
computation_unit cu3c2(clk,m1i1,m2c3,0,cu3oc1,f13);
computation_unit cu4c2(clk,m1i1,m2c4,0,cu4oc1,f14);
computation_unit cu5c2(clk,m1i2,m2c5,cu1oc1,cu5oc1,f21);
computation_unit cu6c2(clk,m1i2,m2c6,cu2oc1,cu6oc1,f22);
computation_unit cu7c2(clk,m1i2,m2c7,cu3oc1,cu7oc1,f23);
computation_unit cu8c2(clk,m1i2,m2c8,cu4oc1,cu8oc1,f24);
computation_unit cu09c2(clk,m1i3,m2c9,cu5oc1,cu9oc1,f31);
computation_unit cu10c2(clk,m1i3,m2c10,cu6oc1,cu10oc1,f32);
computation_unit cu11c2(clk,m1i3,m2c11,cu7oc1,cu11oc1,f33);
computation_unit cu12c2(clk,m1i3,m2c12,cu8oc1,cu12oc1,f34);
computation_unit cu15c2(clk,m1i4,m2c13,cu9oc1,cu13oc1,f41);
computation_unit cu16c2(clk,m1i4,m2c14,cu10oc1,cu14oc1,f42);
computation_unit cu17c2(clk,m1i4,m2c15,cu11oc1,cu15oc1,f43);
computation_unit cu18c2(clk,m1i4,m2c16,cu12oc1,cu16oc1,f44);
assign {o1,o2,o3,o4} = {cu13oc1,cu14oc1,cu15oc1,cu16oc1};
endmodule
==> flow/run.sh <==
#!/bin/bash
# OpenROAD 26Q1-2900-gdf79404cd8, Yosys 0.63+post, stock flow scripts
make -C /OpenROAD-flow-scripts/flow DESIGN_CONFIG=/design/flow/config.mk WORK_HOME=/design/flow/orfs finish
==> flow/config.mk <==
export PLATFORM = sky130hd
export DESIGN_NAME = sparse_matrix_mul
export DESIGN_NICKNAME = sparse_matrix_mul
export VERILOG_FILES = /design/flow/design.v
export SDC_FILE = /design/flow/constraint.sdc
export NUM_CORES = 4
export LEC_CHECK = 1
export CORE_UTILIZATION = 30
==> flow/constraint.sdc <==
current_design sparse_matrix_mul

set clk_period 6.8
set clk_io_pct 0.2

create_clock -name clk0 -period $clk_period [get_ports {clk}]

set non_clock_inputs [all_inputs -no_clocks]
set_input_delay [expr $clk_period * $clk_io_pct] -clock clk0 $non_clock_inputs
set_output_delay [expr $clk_period * $clk_io_pct] -clock clk0 [all_outputs]
==> changes_impl.md <==
### Changed

- Vias in the first global route: roughly 17000
- Share of the synthesized area in the top cell type: 0.1994
- Outcome: finished clean
- Post-CTS Setup Repair Bufs: 0
- First-pass GRT wire length: just over 90 mm
- Synth Instances: 2559
- Pin count of the biggest net entering global routing: 33
- Global route overflow: 0
- Total setup violations reported at the end of the flow: 0
- Synthesized cell area: roughly 22000 µm²
- Minimum hold slack: 427.9 ps
- 1st-iter DRT viols: 811
- Setup_tns: 0 ps
- All-layer global routing usage: 0.1597
- Final count of pins violating max slew: 0
- Final worst path period need: 5969 ps
- Total number of vias: 17137
- I/O pin count: 213
- Cells resized by post-CTS repair: 0
- Required arrival time at the worst endpoint: around 7100 ps
- CTS H-tree lvls: 4
- Wirelength, routed: 56.44 mm
- Chip area: between 70000 and 80000 µm²
- Total clock sinks: 140
- Actual slew at the worst max-slew pin: 934.5 ps
- Number of I/O port buffers: ~210
- Warning count from the yosys run: 5
- Number of rows created at floorplan: 99
- Delay of the slowest critical-path stage: 720 ps
- Crit path max-delay cell type: sky130_fd_sc_hd__clkdlybuf4s50_1
- DRT antenna net count: 0
- Period Utilization, post-route: 0.8778
- Max capacitance violation total: 0
- Leak pwr: 13.73 nW
- Clock Tree Root: sky130_fd_sc_hd__clkbuf_16
- Type of origin of the critical path: input port
- Arr. time, crit path: ~6300 ps
- Max Clk Rate: approximately 0.17 GHz
- Wire length per cell: 15.21 µm
- Clock tree from TritonCTS: yes
- Clk Latency, worst-skew pair: 440 ps
- Vert. Die Dim: roughly 270 µm
- Critical path endpoint category: flip-flop
- Total chip power: 5.686 mW
- Layout cell share with drive strength beyond 1: 0.03024
- Number of cells in the yosys synthesis report: ~2600
- Share of synthesized area occupied by flip-flops and latches: 0.1269
- Layout Area Growth over Synthesis: 17.37%
- Post-Route Skew: 10.75 ps
- Remaining max-slew budget at the tightest pin: 0.3712
- Area leader, netlist: sky130_fd_sc_hd__ha_1
- Chain of cells forming the critical path: clkdlybuf4s50_1 -> and3_1 -> fa_1 -> inv_1 -> fa_1 -> fa_1 -> fa_1 -> inv_1 -> ha_1 -> a21oi_1 -> xnor2_1 -> xnor2_1 -> xnor3_1 -> a21oi_1 -> ha_1 -> a21oi_1 -> o21ai_0
- Class of the tightest hold or removal check: flip-flop to flip-flop
- Chip area estimate from yosys synthesis: 22080 µm²
- CTS Hold Buffers Added: 0
- Max Buffers Root-to-Sink: 2
- Synth flops: 140
- HPWL after detailed placement: about 46 mm
- Detail-routed via count per cell: roughly 4.6
- Residual DRC count: 0
- Number of hold violations in the final report: 0
- Setup repair after global routing missed its margin: no
- Warning total across the stage logs: 25
- Clock edge transition at the registers on the reported setup and hold paths: 60 ps
- Distinct lib cells: 30
- Final GP Congestion: 0.9145
- Antenna violations before repair: 25
- Largest cells by area: sky130_fd_sc_hd__ha_1, sky130_fd_sc_hd__fa_1, sky130_fd_sc_hd__dfxtp_1, sky130_fd_sc_hd__and3_1, sky130_fd_sc_hd__xnor2_1
- Number of clock buffers inserted by TritonCTS: 17
- Worst setup path category: input port to flip-flop
- Horizontal die dimension: 273.3 µm
- Most used cell, CP: sky130_fd_sc_hd__fa_1
- Effective utilization at floorplan: 0.3027
- Maximum fanout count along the critical path: 20
- First-pass detailed-route iteration total: 5
- Peak supply drop: 0.1729 mV
- Power density relative to cell area: approximately 220 nW/µm²
- Mean cell area of the mapped netlist: ~8.6 µm²
- Standard cell core area: 72960 µm²
sequential cells by signal, summed over array words and instances, names as in the netlist:
signal,flops
cu15c2.co1,9
cu7c2.co1,9
cu09c2.co1,9
cu12c2.co1,9
cu3c2.co1,8
cu18c2.co1,9
cu16c2.co1,9
cu17c2.co1,9
cu11c2.co1,9
cu8c2.co1,9
cu10c2.co1,9
cu1c2.co1,8
cu4c2.co1,8
cu6c2.co1,9
cu2c2.co1,8
cu5c2.co1,9
per-stage QoR:
step	cells	setup WS (ps)	cell area (µm²)	utilization
3_5_place_dp	3672	367.1	25320	0.3471
5_1_grt	3705	536.1	25910	0.3551
3_3_place_gp	3672	478.5	25320	0.3471
4_1_cts	3704	842.2	25910	0.3551
2_1_floorplan	2559	1083	22080	-
6_report	3710	830.9	25920	0.3553
cell usage in the layout (no fill, tap or decap), types with 12 or more instances in the layout:
cell                                n
sky130_fd_sc_hd__and2_1            58
sky130_fd_sc_hd__nor2_1            55
sky130_fd_sc_hd__buf_4             42
sky130_fd_sc_hd__nor2b_1           24
sky130_fd_sc_hd__nand2b_1          12
sky130_fd_sc_hd__inv_1            404
sky130_fd_sc_hd__ha_1             352
sky130_fd_sc_hd__dfxtp_1          140
sky130_fd_sc_hd__or3_1             16
sky130_fd_sc_hd__xor2_1            61
sky130_fd_sc_hd__and3_1           372
sky130_fd_sc_hd__a21boi_0          16
sky130_fd_sc_hd__clkdlybuf4s50_1  212
sky130_fd_sc_hd__xnor3_1           27
sky130_fd_sc_hd__o21ai_0           24
sky130_fd_sc_hd__fa_1             204
sky130_fd_sc_hd__nor3_1            12
sky130_fd_sc_hd__nor4_1            32
sky130_fd_sc_hd__xnor2_1          212
sky130_fd_sc_hd__clkbuf_16         17
sky130_fd_sc_hd__nand2_1          170
sky130_fd_sc_hd__a21oi_1           97
sky130_fd_sc_hd__nand3_1           97
sky130_fd_sc_hd__a21o_1            49
cell usage after synthesis, drive strengths merged:
| cell | count |
|---|---|
| o41ai | 4 |
| buf | 11 |
| o211ai | 8 |
| nor3 | 12 |
| inv | 404 |
| a21boi | 16 |
| and2 | 58 |
| nand3 | 97 |
| nor2 | 55 |
| nand2b | 12 |
| nand2 | 171 |
| dfxtp | 140 |
| nor2b | 24 |
| or3 | 16 |
| a21oi | 97 |
| fa | 204 |
| nor4 | 32 |
| or2 | 8 |
| xnor3 | 27 |
| xnor2 | 212 |
| a21o | 49 |
| ha | 352 |
| clkbuf | 89 |
| and3 | 372 |
| o21ai | 24 |
| xor2 | 61 |
| o21a | 4 |
metal layers:
| layer | wire (µm) | GRT usage | vias to the layer above |
|---|---|---|---|
| met4 | 438 | 0.01073 | 40 |
| met3 | 4982 | 0.05585 | 54 |
| li1 | - | - | 8749 |
| met1 | 27350 | 0.2444 | 7856 |
| met2 | 23290 | 0.2289 | 438 |
| met5 | 367 | 0.01091 | - |
where the power goes:
part | internal, mW | leakage, nW | switching (mW) | total (mW)
clock | 0.515 | 0.280 | 0.403 | 0.918
sequential | 1.20 | 1.18 | 0.178 | 1.38
combinational | 1.72 | 12.3 | 1.67 | 3.39
total | 3.43 | 13.7 | 2.25 | 5.69
layout make-up:
type	instances	area (µm²)
sequential	140	2803
clock inverter	15	156.4
inverter	404	1516
multi-input combinational	1915	17370
fill	7451	47040
clock buffer	17	425.4
timing repair buffer	254	2437
tap	959	1200
antenna	6	15.01
final timing paths:
kind                              start                     to  slack, ps  cells after the start
setup / recovery                    f23   cu7c2.co1[8]$_DFF_P_        830                     17
hold / removal    cu09c2.co1[8]$_DFF_P_  cu15c2.co1[8]$_DFF_P_        430                      1
setup reg to reg   cu7c2.co1[0]$_DFF_P_  cu11c2.co1[6]$_DFF_P_       4690                      9
hold reg to reg   cu09c2.co1[8]$_DFF_P_  cu15c2.co1[8]$_DFF_P_        430                      1
critical path: cells and delay by family:
family	cells	cell delay (ps)
AND/OR/NAND/NOR	1	370
XOR/XNOR	3	700
adder cells (fa/ha/maj)	6	2420
AND-OR/OR-AND	4	600
buffers and inverters	3	830
logic make-up (layout without fill, tap and decap cells):
group | after synthesis | count (layout) | share of synthesized area
xor+xnor | 300 | 300 | 0.1358
buf+inv | 504 | 690 | 0.08668
other cells | 0 | 6 | 0
compound gates | 202 | 202 | 0.05518
fa+ha+maj | 556 | 556 | 0.3843
simple gates | 857 | 857 | 0.2111
flops | 140 | 140 | 0.1269
Power figures rest on the tool's default switching activity, not on a simulated workload.
